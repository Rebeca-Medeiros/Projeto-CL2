## ./config.mk

```make
export PLATFORM = sky130hd
export DESIGN_NAME = Reset_Delay
export DESIGN_NICKNAME = Reset_Delay
export VERILOG_FILES = /design/flow/design.v
export SDC_FILE = /design/flow/constraint.sdc
export NUM_CORES = 4
export LEC_CHECK = 1
export CORE_AREA = 10 10 89 89
export DIE_AREA = 0 0 99 99
```

## ./constraint.sdc

```tcl
current_design Reset_Delay

set clk_period 3.8
set clk_io_pct 0.2

create_clock -name clk0 -period $clk_period [get_ports {iCLK}]

set non_clock_inputs [all_inputs -no_clocks]
set_input_delay [expr $clk_period * $clk_io_pct] -clock clk0 $non_clock_inputs
set_output_delay [expr $clk_period * $clk_io_pct] -clock clk0 [all_outputs]
```

## ./design.v

```verilog
module Reset_Delay( input iCLK, output reg oRESET);
reg    [19:0]    Cont;
always@(posedge iCLK)
begin
    if(Cont!=20'hFFFFF)
    begin
        Cont    <=    Cont + 1'b1;
        oRESET    <=    1'b0;
    end
    else
    oRESET    <=    1'b1;
end
endmodule
```

## ./run.sh

```bash
#!/bin/bash
# OpenROAD 26Q1-2900-gdf79404cd8, Yosys 0.63+post, stock flow scripts
make -C /OpenROAD-flow-scripts/flow DESIGN_CONFIG=/design/flow/config.mk WORK_HOME=/design/flow/orfs finish
```

==> flow_summary.yaml <==
# synthesis and place-and-route metrics
yosys:
  synthArstFlopShare_pct: 0
  yosys_warnings: 1
  avgSynthCellArea_um2: 13.3
  yosysUniqueCellTypes: 17
  synth_flops: 21
  synth-edff-count: 20
  yosysMostFrequentCell: "edfxtp_1"
  ys_top_cells_by_count: "edfxtp_1, xnor2_1, nand3_1"
  yosys_cells: 76
  ys_seq_share_pct: 61.5
  netlist.area_leader.share_pct: 59.5
  synth-main-ff-cell: "edfxtp_1"
  syn_inst: 76
  yosysChipArea_um2: 1010
  synth.area.top_cells: "edfxtp_1, xnor2_1, xor2_1"
  yosysTopAreaCell: "edfxtp_1"
  synth_area_um2: 1010
die:
  fp-utilization_pct: 16.9
  rows: 28
  io_pins: 2
  core_area_um2: 5990
  die_h_um: 99
  dieArea_um2: 9800
  die_w_um: 99
pwr:
  ir_drop_mv: 0.114
  p_total_mw: 0.391
  powerDensity_nw_per_um2: 337
  p_leak_nw: 0.389
detailed_routing:
  routedWlPerCell_um: 8.88
  vias: 552
  route.antenna.remaining_nets: 0
  wl_mm: 1.39
  drc: 0
  antenna_cells: 0
  vias_per_cell: 3.54
  drtIter0Drc: 28
  drt-pass1-iter-count: 4
global_routing:
  grt-ovfl-total: 0
  antenna_found_initial: 0
  grt_first_pass_wirelength_mm: 2.48
  grt_pass1_vias: 563
  grtUsageTotal_pct: 2.89
  grt_max_degree: 21
finish:
  final_cells: 156
  post-route-util_pct: 19.3
  drive_gt1_share_pct: 9.88
  num-fill-cells: 621
  stdcell_area_um2: 1160
  area_growth_pct: 14.7
placement:
  postPlaceCellArea_um2: 1110
  gp_congestion: 0.762
  dp.cells: 152
  port_buffers: 1
  post-place-ws_ns: 1.72
setup_path:
  crit_type: "reg -> reg"
  endpoint_kind: "flip-flop"
  crit_slowest_cell: "inv_1"
  cp-start-kind: "flip-flop"
  critPathMaxStageDelay_ns: 0.57
  cp_cell_sequence: "ha_1 -> nand4_1 -> nor3_4 -> and3_1 -> inv_1"
  arrival_ns: 1.98
  worstPathRequired_ns: 3.69
  cp_max_fo: 20
clock_network:
  cts_hold_buf: 0
  clkTransAtPathRegs_ns: 0.07
  clockBufferDepth: 2
  cts_tree: "done"
  post-cts-setup-buffers: 0
  htreeDepth: 1
  cts-buffers-inserted: 3
  cts_sinks: 21
  cts.repair.resized: 0
  clock-root-buffer: "clkbuf_8"
  clock_latency_ns: 0.25
timing:
  clock.fmax_mhz: 478
  holdWs_ns: 0.551
  period_needed_ns: 2.09
  setup_tns_ns: 0
  slew_headroom_pct: 47.6
  fin_ws_ns: 1.71
  finalSetupViolCount: 0
  finClkSkew_ns: 0.00151
  finalClockPeriodUsage_pct: 55.0
  rsz0062_at_grt: "no"
  finalHoldViolCount: 0
  tightest_slew_ns: 0.785
  maxSlewViolCount: 0
run:
  warning_count: 25
  maxCapViolCount: 0
worst_hold_path:
  hold_class: "reg -> reg"
run_status:
  outcome: "completed"
==> placed cells by master, fill, tap and decap left out <==
| master | count |
|---|---|
| and3_1 | 2 |
| and3_2 | 1 |
| clkbuf_1 | 1 |
| clkbuf_8 | 3 |
| clkdlybuf4s50_1 | 1 |
| dfxtp_1 | 1 |
| edfxtp_1 | 20 |
| ha_1 | 1 |
| inv_1 | 5 |
| nand2_1 | 6 |
| nand3_1 | 8 |
| nand3_2 | 1 |
| nand4_1 | 3 |
| nand4_4 | 1 |
| nor2_1 | 4 |
| nor3_1 | 3 |
| nor3_4 | 1 |
| nor4_4 | 1 |
| xnor2_1 | 13 |
| xor2_1 | 5 |
==> final cells by class <==
class	instances	area, um^2	area share, %
Inverter	5	18.8	1.62
Tap cell	75	93.8	8.10
Timing Repair Buffer	1	10.0	0.864
Multi-Input combinational cell	50	370	32.0
Clock buffer	4	45.0	3.89
Sequential cell	21	621	53.6
==> cells by family (layout without fill, tap and decap cells) <==
family,Yosys count,in the layout,synth area share (%)
flops,21,21,61.5
simple gates,31,31,19.8
buf+inv,5,10,1.86
fa+ha+maj,1,1,1.24
xor+xnor,18,18,15.6
==> per-layer routing <==
layer	global-route usage [%]	up-vias	part of all wire, %
li1	-	280	-
met1	3.91	265	54
met2	4.46	5	41
met3	0.775	2	2.8
met4	0.772	0	1.9
met5	0	-	0
==> worst max-delay path: cells and delay by family, from the launching register on <==
family / cells / cell delay, ns
DFF: 1 / 0.43
and+or+nand+nor: 3 / 0.43
buffers and inverters: 1 / 0.57
adders and majority gates: 1 / 0.28
==> power breakdown <==
part,internal (mW),switching [mW]
registers,0.249,0
clock network,0.0745,0.0670
logic,0,0
==> worst paths after layout <==
check | from | to | slack, ns | cells after the start
worst min-delay path | Cont[19]$_DFFE_PP_ | oRESET$_DFF_P_ | 0.55 | 1
worst max-delay path | Cont[0]$_DFFE_PP_ | Cont[1]$_DFFE_PP_ | 1.71 | 5
worst min register to register | Cont[19]$_DFFE_PP_ | oRESET$_DFF_P_ | 0.55 | 1
worst max register to register | Cont[0]$_DFFE_PP_ | Cont[1]$_DFFE_PP_ | 1.71 | 5
==> registers in the layout, summed over array words and instances (netlist names) <==
signal	flops
Cont	20
oRESET	1
Power and IR drop assume default switching activity.
